$ cat run.sh
#!/bin/bash
# OpenROAD 26Q1-2900-gdf79404cd8, Yosys 0.63+post, stock flow scripts
make -C /OpenROAD-flow-scripts/flow DESIGN_CONFIG=/design/flow/config.mk WORK_HOME=/design/flow/orfs finish
$ cat config.mk
export PLATFORM = sky130hd
export DESIGN_NAME = prim_secded_inv_39_32_dec
export DESIGN_NICKNAME = prim_secded_inv_39_32_dec
export VERILOG_FILES = /design/flow/design.v
export SDC_FILE = /design/flow/constraint.sdc
export NUM_CORES = 4
export LEC_CHECK = 1
export CORE_UTILIZATION = 30
$ cat constraint.sdc
current_design prim_secded_inv_39_32_dec

set clk_period 3.8
set clk_io_pct 0.2

create_clock -name clk0 -period $clk_period

set non_clock_inputs [all_inputs -no_clocks]
set_input_delay [expr $clk_period * $clk_io_pct] -clock clk0 $non_clock_inputs
set_output_delay [expr $clk_period * $clk_io_pct] -clock clk0 [all_outputs]
$ cat design.v
package prim_subreg_pkg;
  typedef enum logic [2:0] {
    SwAccessRW  = 3'd0,  
    SwAccessRO  = 3'd1,  
    SwAccessWO  = 3'd2,  
    SwAccessW1C = 3'd3,  
    SwAccessW1S = 3'd4,  
    SwAccessW0C = 3'd5,  
    SwAccessRC  = 3'd6   
  } sw_access_e;
endpackage
package top_pkg;
localparam int TL_AW=32;
localparam int TL_DW=32;     
localparam int TL_AIW=8;     
localparam int TL_DIW=1;     
localparam int TL_AUW=21;    
localparam int TL_DUW=14;    
localparam int TL_DBW=(TL_DW>>3);
localparam int TL_SZW=$clog2($clog2(TL_DBW)+1);
localparam int SecVolatileRawUnlockEn = 1;
endpackage
module prim_secded_inv_39_32_dec (
  input        [38:0] data_i,
  output logic [31:0] data_o,
  output logic [6:0] syndrome_o,
  output logic [1:0] err_o
);
  always_comb begin : p_encode
    syndrome_o[0] = ^((data_i ^ 39'h2A00000000) & 39'h012606BD25);
    syndrome_o[1] = ^((data_i ^ 39'h2A00000000) & 39'h02DEBA8050);
    syndrome_o[2] = ^((data_i ^ 39'h2A00000000) & 39'h04413D89AA);
    syndrome_o[3] = ^((data_i ^ 39'h2A00000000) & 39'h0831234ED1);
    syndrome_o[4] = ^((data_i ^ 39'h2A00000000) & 39'h10C2C1323B);
    syndrome_o[5] = ^((data_i ^ 39'h2A00000000) & 39'h202DCC624C);
    syndrome_o[6] = ^((data_i ^ 39'h2A00000000) & 39'h4098505586);
    data_o[0] = (syndrome_o == 7'h19) ^ data_i[0];
    data_o[1] = (syndrome_o == 7'h54) ^ data_i[1];
    data_o[2] = (syndrome_o == 7'h61) ^ data_i[2];
    data_o[3] = (syndrome_o == 7'h34) ^ data_i[3];
    data_o[4] = (syndrome_o == 7'h1a) ^ data_i[4];
    data_o[5] = (syndrome_o == 7'h15) ^ data_i[5];
    data_o[6] = (syndrome_o == 7'h2a) ^ data_i[6];
    data_o[7] = (syndrome_o == 7'h4c) ^ data_i[7];
    data_o[8] = (syndrome_o == 7'h45) ^ data_i[8];
    data_o[9] = (syndrome_o == 7'h38) ^ data_i[9];
    data_o[10] = (syndrome_o == 7'h49) ^ data_i[10];
    data_o[11] = (syndrome_o == 7'hd) ^ data_i[11];
    data_o[12] = (syndrome_o == 7'h51) ^ data_i[12];
    data_o[13] = (syndrome_o == 7'h31) ^ data_i[13];
    data_o[14] = (syndrome_o == 7'h68) ^ data_i[14];
    data_o[15] = (syndrome_o == 7'h7) ^ data_i[15];
    data_o[16] = (syndrome_o == 7'h1c) ^ data_i[16];
    data_o[17] = (syndrome_o == 7'hb) ^ data_i[17];
    data_o[18] = (syndrome_o == 7'h25) ^ data_i[18];
    data_o[19] = (syndrome_o == 7'h26) ^ data_i[19];
    data_o[20] = (syndrome_o == 7'h46) ^ data_i[20];
    data_o[21] = (syndrome_o == 7'he) ^ data_i[21];
    data_o[22] = (syndrome_o == 7'h70) ^ data_i[22];
    data_o[23] = (syndrome_o == 7'h32) ^ data_i[23];
    data_o[24] = (syndrome_o == 7'h2c) ^ data_i[24];
    data_o[25] = (syndrome_o == 7'h13) ^ data_i[25];
    data_o[26] = (syndrome_o == 7'h23) ^ data_i[26];
    data_o[27] = (syndrome_o == 7'h62) ^ data_i[27];
    data_o[28] = (syndrome_o == 7'h4a) ^ data_i[28];
    data_o[29] = (syndrome_o == 7'h29) ^ data_i[29];
    data_o[30] = (syndrome_o == 7'h16) ^ data_i[30];
    data_o[31] = (syndrome_o == 7'h52) ^ data_i[31];
    err_o[0] = ^syndrome_o;
    err_o[1] = ~err_o[0] & (|syndrome_o);
  end
endmodule : prim_secded_inv_39_32_dec
==> impl_metrics.ini <==
; flow metrics
[finish]
seq_area_um2 = 0
finalCoreUtilization_pct = 77.6
area_delta_synth_final_pct = 147
combGateArea_um2 = 2020
flop-count = 0
clkbuf_count = 0
fill_cells = 291
layout-drive-gt1-share_pct = 71.1

[detailed_routing]
wl_per_cell_um = 14.9
drt_wl_total_mm = 6.32
dr.pass1.iters = 4
antenna_cells = 0
antenna_left = 0
drt-initial-drc-count = 69
vias = 1882
vias_per_cell = 4.45
drc = 0

[worst_setup_path]
arrival_ns = 3.03
required_ns = 3.04
path_buffers = 4
critical_path_class = input port to output port
cp_cell_sequence = buf_8 -> buf_6 -> xnor2_4 -> xnor3_1 -> xnor3_1 -> inv_2 -> ha_4 -> xor2_1 -> xnor2_1 -> xnor2_1 -> a21oi_1 -> buf_2
cpMaxStageDelayCell = xnor3_1
slowest_delay_ns = 0.43
worst_path_dominant_cell_family = XOR/XNOR gates
worst_setup_path_start_kind = input port
crit_fanout = 2
endpoint_kind = output port

[synthesis]
top_area_cell = xnor2_1
syn_inst = 164
yosysWarnings = 1
synthTopCellsByArea = xnor2_1, xnor3_1, nand3_1, ha_1, xnor3_2
yosys-top-cells-count = xnor2_1, nand3_1, xnor3_1, ha_1
synth_area_um2 = 1510
ys_cells = 164
yosys_area_um2 = 1510
yosysMostFrequentCell = xnor2_1
top_cell_area_share_pct = 47.7
synth_seq_share_pct = 0
synth.distinct_cells = 20
avgSynthCellArea_um2 = 9.19

[timing]
max_freq_mhz = 264
min_period_ns = 3.79
hold_ws_ns = 1.81
setup_viol_count_final = 0
hold_viol = 0
tightest_slew_ns = 0.336
maxSlewHeadroom_pct = 77.5
drv_slew = 0
rsz0062_at_grt = true
fin_crit_sh_pct = 99.8

[min_path]
hold_path.class = input port to output port

[outcome]
status = complete, no violations

[place]
hpwl_mm = 4.23
port_buffers = 80
gp_congestion = 0.858

[floorplanning]
die_w_um = 72.9
die_h_um = 72.9
initCoreUtil_pct = 31.5
pin_count = 80
core_region_area_um2 = 4790
fp-row-count = 25
die_area_um2 = 5310

[grt]
grt_pass1_vias = 1850
grt_max_degree = 11
grt_pass1_wl_mm = 9.07
track_usage_pct = 23.1
antenna_found_initial = 0
grt_overflow = 0

[job]
tool_warnings = 37
drv_cap = 0

[power_and_ir_drop]
finalPower_mw = 2.65
power_density_nw_per_um2 = 713
leakagePower_nw = 1.76
ir_drop_mv = 0.807
through the flow:
stage               setup slack, ns  area, um2  setup TNS, ns  cells
floorplan                     0.393       1510              0    164
global placement             -0.627       2910         -18.39    377
detailed placement           -0.636       2910         -18.04    377
CTS                          -0.109       3480         -0.381    417
global route                 -0.111       3720         -0.423    423
finish                      0.00801       3720              0    423
cell type report:
cell class | instances | share of cell area (%)
repair buffers | 198 | 42.7
inverters | 5 | 0.640
well taps | 67 | 2.26
multi-input cells | 153 | 54.4
kinds of logic (layout without fill, tap and decap cells):
logic type / count (synthesis) / in the layout / synth area share [%]
compound gates: 1 / 1 / 0.332
xor+xnor: 103 / 103 / 75.0
fa+ha+maj: 6 / 6 / 4.98
buf+inv: 11 / 203 / 2.82
simple gates: 43 / 43 / 16.9
layer usage:
metal,track usage (%),vias to the layer above,part of all wire (%)
li1,-,934,-
met1,36.5,879,48
met2,37.2,63,46
met3,1.40,6,4.6
met4,1.53,0,1.3
met5,0,-,0
power by group:
part	total (mW)	internal [mW]	switching, mW	leakage [nW]
sequential	0	0	0	0
clock	0	0	0	0
combinational	2.65	1.52	1.13	1.76
total	2.65	1.52	1.13	1.76
worst paths after layout:
| check | from | end | slack (ns) | cells after the start |
|---|---|---|---|---|
| max | data_i[13] | err_o[1] | 0.008 | 12 |
| min | data_i[4] | data_o[4] | 1.81 | 3 |
cells in the final DEF (no fill, tap or decap), types with 2 or more instances in the layout:
master / n
xnor2_4: 3
nand3_2: 23
xor2_2: 2
xnor2_1: 52
dlygate4sd2_1: 13
nand3_1: 4
clkdlybuf4s50_1: 11
xnor3_1: 9
ha_4: 5
buf_6: 33
inv_2: 2
nor3b_4: 4
xnor2_2: 27
buf_4: 87
clkbuf_2: 18
xor2_1: 3
dlymetal6s2s_1: 3
buf_2: 27
xnor3_2: 6
nand3_4: 4
inv_4: 2
clkdlybuf4s15_1: 4
what timing repair did:
item,CTS,global route
buffers inserted,44,13
cloned,1,0
endpoints found under the setup margin,36,36
pin swaps,82,61
hold buffers,0,0
resized,225,89
Power is estimated from default activity; no workload was simulated.
