--- flow/design.v ---
package prim_subreg_pkg;
  typedef enum logic [2:0] {
    SwAccessRW  = 3'd0,  
    SwAccessRO  = 3'd1,  
    SwAccessWO  = 3'd2,  
    SwAccessW1C = 3'd3,  
    SwAccessW1S = 3'd4,  
    SwAccessW0C = 3'd5,  
    SwAccessRC  = 3'd6   
  } sw_access_e;
endpackage
package top_pkg;
localparam int TL_AW=32;
localparam int TL_DW=32;     
localparam int TL_AIW=8;     
localparam int TL_DIW=1;     
localparam int TL_AUW=21;    
localparam int TL_DUW=14;    
localparam int TL_DBW=(TL_DW>>3);
localparam int TL_SZW=$clog2($clog2(TL_DBW)+1);
localparam int SecVolatileRawUnlockEn = 1;
endpackage
module prim_secded_inv_64_57_enc (
  input        [56:0] data_i,
  output logic [63:0] data_o
);
  always_comb begin : p_encode
    data_o = 64'(data_i);
    data_o[57] = ^(data_o & 64'h0103FFF800007FFF);
    data_o[58] = ^(data_o & 64'h017C1FF801FF801F);
    data_o[59] = ^(data_o & 64'h01BDE1F87E0781E1);
    data_o[60] = ^(data_o & 64'h01DEEE3B8E388E22);
    data_o[61] = ^(data_o & 64'h01EF76CDB2C93244);
    data_o[62] = ^(data_o & 64'h01F7BB56D5525488);
    data_o[63] = ^(data_o & 64'h01FBDDA769A46910);
    data_o ^= 64'h5400000000000000;
  end
endmodule : prim_secded_inv_64_57_enc
--- flow/run.sh ---
#!/bin/bash
# OpenROAD 26Q1-2900-gdf79404cd8, Yosys 0.63+post, stock flow scripts
make -C /OpenROAD-flow-scripts/flow DESIGN_CONFIG=/design/flow/config.mk WORK_HOME=/design/flow/orfs finish
--- flow/config.mk ---
export PLATFORM = sky130hd
export DESIGN_NAME = prim_secded_inv_64_57_enc
export DESIGN_NICKNAME = prim_secded_inv_64_57_enc
export VERILOG_FILES = /design/flow/design.v
export SDC_FILE = /design/flow/constraint.sdc
export NUM_CORES = 4
export LEC_CHECK = 1
export CORE_AREA = 10 10 109 109
export DIE_AREA = 0 0 119 119
--- flow/constraint.sdc ---
current_design prim_secded_inv_64_57_enc

set clk_period 3.7
set clk_io_pct 0.2

create_clock -name clk0 -period $clk_period

set non_clock_inputs [all_inputs -no_clocks]
set_input_delay [expr $clk_period * $clk_io_pct] -clock clk0 $non_clock_inputs
set_output_delay [expr $clk_period * $clk_io_pct] -clock clk0 [all_outputs]
==> impl_metrics.ini <==
; physical design summary
[final_timing]
post-route-min-period_ns = 3.59
slew_of_the_pin_with_the_lowest_slew_margin_ns = 0.331
timing.final.max_slew_violations = 0
hold_slack_ns = 2.13
postLayoutSetupSlackWorst_ns = 0.115
setup-tns-final_ns = 0
setup_viol_count_final = 0
period_utilisation_layout_pct = 96.9
worst_slew_margin_rel_pct = 77.9
fmax_ghz = 0.279
hold_viol_final = 0
grt_setup_unrepaired = false

[synthesis]
top_cells_by_area = xnor3_1 40%, buf_4 25%, xnor2_1 24%
synth_sequential_area_ratio_pct = 0
postSynthCellCount = 153
post-synth-top-area-fraction_pct = 39.8
post-synth-top-area-cell = xnor3_1
ys.warnings.count = 1
synth_cell_types = 5
yosysCellCount = 153
postSynthAreaPerCell_um2 = 11.1
yosys_area_um2 = 1700
netlist_area_pre_place_um2 = 1700

[critical_path]
worstSetupEndpointType = primary output
worstPathMaxFanout = 2
worstSetupStartpointType = primary input
required_ns = 2.96
arrival_worst_endpoint_ns = 2.85
worstSetupPathType = in -> out

[floorplanning]
num_rows = 36
io-pin-count = 121
die_w_um = 119
chipHeight_um = 119
floorplan.initialDensity_pct = 17.6
core_area_um2 = 9640
fp.dieArea_um2 = 14200

[grt]
overflow = 0
globalRouteTotalUtil_pct = 8.09
antenna_violations_before_repair = 0
grt_pass1_wl_um = 8840
number_of_global_route_vias_before_repair = 1489
pin_count_of_the_biggest_net_entering_global_routing = 4

[drt]
post_drt_via_cell_ratio = 3.26
antenna_violating_nets_post_route = 0
drt_first_iter_violations = 18
wire_per_inst_um = 14.9
firstDrtPassIters = 4
drc = 0
postRouteWirelength_um = 5930
dr_total_vias = 1298
insertedDiodeCount = 0

[clock_tree]
cts_hold_buf = 0

[flow_run]
drv_cap = 0
warnings = 32

[final_layout]
flops = 0
fillCellCount = 1005
final_layout_top_logic_cells = 103 x clkdlybuf4s50_1, 48 x buf_4, 36 x xnor2_1
final_common_cell = clkdlybuf4s50_1
final_layout_size_suffix_gt1_share_pct = 26.0
layout-area-overhead-vs-synth_pct = 83.7
ff_latch_area_um2 = 0
clkbuf_count = 0
final-comb-area_um2 = 1390

[placement]
hpwl_um = 5480
io_buffers = 121
globalplace.congestion = 0.843
place_worst_setup_slack_ns = -0.163

[status]
run_status = completed

[min_path]
holdPathEnd = data_o[39]
worstHoldPathCells = 2
holdCritPathClass = in -> out
min_from = data_i[39]

[power_and_ir_drop]
power-per-cell-area_nw_per_um2 = 321
vdd.ir_drop.worst_v = 0.000136
fin_total_pwr_uw = 999
total_leakage_power_nw = 1.47
routing by layer:
layer / track usage, % / share of wire, % / vias up
met1: 10.8 / 45 / 575
met4: 0 / 0 / 0
met2: 13.3 / 46 / 62
met5: 0 / 0 / -
met3: 2.78 / 8.7 / 0
li1: - / - / 661
cell families (layout without fill, tap and decap cells):
family | count (synthesis) | in the layout | share of synthesized area (%)
xor+xnor | 96 | 96 | 74.8
buf+inv | 57 | 169 | 25.2
final cells by class:
type / count / share of cell area, %
multi-input cells: 96 / 44.7
repair buffers: 169 / 50.0
well taps: 133 / 5.34
stage by stage:
step | instance area, um2 | util, % | instances
after floorplan | 1700 | - | 153
after global placement | 2980 | 30.9 | 394
after detailed placement | 2980 | 30.9 | 394
after CTS | 3100 | 32.1 | 398
after global routing | 3120 | 32.3 | 398
final | 3120 | 32.3 | 398
critical path, cell delays in order:
cell and delay [ns]:
clkdlybuf4s50_1 0.49, xnor2_1 0.12, buf_4 0.14, xnor3_1 0.42
buf_4 0.16, xor2_2 0.17, xnor3_1 0.33, dlygate4sd2_1 0.27
power breakdown:
group / internal (mW) / switching (mW)
clock network: 0 / 0
logic: 0.700 / 0.300
registers: 0 / 0
worst max path at each step:
stage / startpoint / end / slack, ns / cells past startpoint
after CTS: data_i[32] / data_o[61] / 0.005 / 7
final: data_i[0] / data_o[58] / 0.11 / 8
after global routing: data_i[36] / data_o[57] / 0.006 / 7
Yosys cell counts:
cell type  count
buf_4         57
xnor2_1       47
xnor2_2        2
xor2_1        17
xnor3_1       30
what timing repair did:
| item | 4_1_cts | 5_1_grt |
|---|---|---|
| buffers inserted | 4 | 0 |
| setup endpoints to repair | 7 | 3 |
| gates resized | 34 | 4 |
| pin swaps | 19 | 4 |
Power is estimated from default activity; no workload was simulated.
