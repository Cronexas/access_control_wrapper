`flow/design.v`:
```
package prim_subreg_pkg;
  typedef enum logic [2:0] {
    SwAccessRW  = 3'd0,  
    SwAccessRO  = 3'd1,  
    SwAccessWO  = 3'd2,  
    SwAccessW1C = 3'd3,  
    SwAccessW1S = 3'd4,  
    SwAccessW0C = 3'd5,  
    SwAccessRC  = 3'd6   
  } sw_access_e;
endpackage
package top_pkg;
localparam int TL_AW=32;
localparam int TL_DW=32;     
localparam int TL_AIW=8;     
localparam int TL_DIW=1;     
localparam int TL_AUW=21;    
localparam int TL_DUW=14;    
localparam int TL_DBW=(TL_DW>>3);
localparam int TL_SZW=$clog2($clog2(TL_DBW)+1);
localparam int SecVolatileRawUnlockEn = 1;
endpackage
module prim_secded_inv_64_57_dec (
  input        [63:0] data_i,
  output logic [56:0] data_o,
  output logic [6:0] syndrome_o,
  output logic [1:0] err_o
);
  always_comb begin : p_encode
    syndrome_o[0] = ^((data_i ^ 64'h5400000000000000) & 64'h0303FFF800007FFF);
    syndrome_o[1] = ^((data_i ^ 64'h5400000000000000) & 64'h057C1FF801FF801F);
    syndrome_o[2] = ^((data_i ^ 64'h5400000000000000) & 64'h09BDE1F87E0781E1);
    syndrome_o[3] = ^((data_i ^ 64'h5400000000000000) & 64'h11DEEE3B8E388E22);
    syndrome_o[4] = ^((data_i ^ 64'h5400000000000000) & 64'h21EF76CDB2C93244);
    syndrome_o[5] = ^((data_i ^ 64'h5400000000000000) & 64'h41F7BB56D5525488);
    syndrome_o[6] = ^((data_i ^ 64'h5400000000000000) & 64'h81FBDDA769A46910);
    data_o[0] = (syndrome_o == 7'h7) ^ data_i[0];
    data_o[1] = (syndrome_o == 7'hb) ^ data_i[1];
    data_o[2] = (syndrome_o == 7'h13) ^ data_i[2];
    data_o[3] = (syndrome_o == 7'h23) ^ data_i[3];
    data_o[4] = (syndrome_o == 7'h43) ^ data_i[4];
    data_o[5] = (syndrome_o == 7'hd) ^ data_i[5];
    data_o[6] = (syndrome_o == 7'h15) ^ data_i[6];
    data_o[7] = (syndrome_o == 7'h25) ^ data_i[7];
    data_o[8] = (syndrome_o == 7'h45) ^ data_i[8];
    data_o[9] = (syndrome_o == 7'h19) ^ data_i[9];
    data_o[10] = (syndrome_o == 7'h29) ^ data_i[10];
    data_o[11] = (syndrome_o == 7'h49) ^ data_i[11];
    data_o[12] = (syndrome_o == 7'h31) ^ data_i[12];
    data_o[13] = (syndrome_o == 7'h51) ^ data_i[13];
    data_o[14] = (syndrome_o == 7'h61) ^ data_i[14];
    data_o[15] = (syndrome_o == 7'he) ^ data_i[15];
    data_o[16] = (syndrome_o == 7'h16) ^ data_i[16];
    data_o[17] = (syndrome_o == 7'h26) ^ data_i[17];
    data_o[18] = (syndrome_o == 7'h46) ^ data_i[18];
    data_o[19] = (syndrome_o == 7'h1a) ^ data_i[19];
    data_o[20] = (syndrome_o == 7'h2a) ^ data_i[20];
    data_o[21] = (syndrome_o == 7'h4a) ^ data_i[21];
    data_o[22] = (syndrome_o == 7'h32) ^ data_i[22];
    data_o[23] = (syndrome_o == 7'h52) ^ data_i[23];
    data_o[24] = (syndrome_o == 7'h62) ^ data_i[24];
    data_o[25] = (syndrome_o == 7'h1c) ^ data_i[25];
    data_o[26] = (syndrome_o == 7'h2c) ^ data_i[26];
    data_o[27] = (syndrome_o == 7'h4c) ^ data_i[27];
    data_o[28] = (syndrome_o == 7'h34) ^ data_i[28];
    data_o[29] = (syndrome_o == 7'h54) ^ data_i[29];
    data_o[30] = (syndrome_o == 7'h64) ^ data_i[30];
    data_o[31] = (syndrome_o == 7'h38) ^ data_i[31];
    data_o[32] = (syndrome_o == 7'h58) ^ data_i[32];
    data_o[33] = (syndrome_o == 7'h68) ^ data_i[33];
    data_o[34] = (syndrome_o == 7'h70) ^ data_i[34];
    data_o[35] = (syndrome_o == 7'h1f) ^ data_i[35];
    data_o[36] = (syndrome_o == 7'h2f) ^ data_i[36];
    data_o[37] = (syndrome_o == 7'h4f) ^ data_i[37];
    data_o[38] = (syndrome_o == 7'h37) ^ data_i[38];
    data_o[39] = (syndrome_o == 7'h57) ^ data_i[39];
    data_o[40] = (syndrome_o == 7'h67) ^ data_i[40];
    data_o[41] = (syndrome_o == 7'h3b) ^ data_i[41];
    data_o[42] = (syndrome_o == 7'h5b) ^ data_i[42];
    data_o[43] = (syndrome_o == 7'h6b) ^ data_i[43];
    data_o[44] = (syndrome_o == 7'h73) ^ data_i[44];
    data_o[45] = (syndrome_o == 7'h3d) ^ data_i[45];
    data_o[46] = (syndrome_o == 7'h5d) ^ data_i[46];
    data_o[47] = (syndrome_o == 7'h6d) ^ data_i[47];
    data_o[48] = (syndrome_o == 7'h75) ^ data_i[48];
    data_o[49] = (syndrome_o == 7'h79) ^ data_i[49];
    data_o[50] = (syndrome_o == 7'h3e) ^ data_i[50];
    data_o[51] = (syndrome_o == 7'h5e) ^ data_i[51];
    data_o[52] = (syndrome_o == 7'h6e) ^ data_i[52];
    data_o[53] = (syndrome_o == 7'h76) ^ data_i[53];
    data_o[54] = (syndrome_o == 7'h7a) ^ data_i[54];
    data_o[55] = (syndrome_o == 7'h7c) ^ data_i[55];
    data_o[56] = (syndrome_o == 7'h7f) ^ data_i[56];
    err_o[0] = ^syndrome_o;
    err_o[1] = ~err_o[0] & (|syndrome_o);
  end
endmodule : prim_secded_inv_64_57_dec
```
`flow/run.sh`:
```
#!/bin/bash
# OpenROAD 26Q1-2900-gdf79404cd8, Yosys 0.63+post, stock flow scripts
make -C /OpenROAD-flow-scripts/flow DESIGN_CONFIG=/design/flow/config.mk WORK_HOME=/design/flow/orfs finish
```
`flow/config.mk`:
```
export PLATFORM = sky130hd
export DESIGN_NAME = prim_secded_inv_64_57_dec
export DESIGN_NICKNAME = prim_secded_inv_64_57_dec
export VERILOG_FILES = /design/flow/design.v
export SDC_FILE = /design/flow/constraint.sdc
export NUM_CORES = 4
export LEC_CHECK = 1
export CORE_UTILIZATION = 30
```
`flow/constraint.sdc`:
```
current_design prim_secded_inv_64_57_dec

set clk_period 6.7
set clk_io_pct 0.2

create_clock -name clk0 -period $clk_period

set non_clock_inputs [all_inputs -no_clocks]
set_input_delay [expr $clk_period * $clk_io_pct] -clock clk0 $non_clock_inputs
set_output_delay [expr $clk_period * $clk_io_pct] -clock clk0 [all_outputs]
```
==> results.py <==
# Synthesis and PnR figures
metrics = {
    "outcome": {
        "status": "complete, but fails checks",
        "violations": "DRC",
    },
    "worst_setup_path": {
        "crit_fanout": 10,
        "path_class": "input port to output pin",
        "cp.arrival_ns": 5.14,
        "cp-start-kind": "input port",
        "worstPathRequired_ns": 5.36,
        "worst_setup_path_end_kind": "output pin",
    },
    "synthesis": {
        "ys_types": 35,
        "most_common_cell": "xnor2_1",
        "synthTopCellsByArea": "xnor2_1, xor2_1, xnor3_1",
        "yosysSeqAreaShare_pct": 0,
        "ys_cells": 288,
        "top_cell_area_share_pct": 22.3,
        "yosysWarnings": 1,
        "ys_top_cells_by_count": "xnor2_1, xor2_1, a211oi_1",
        "syn_area_per_cell_um2": 9.55,
        "yosysTopAreaCell": "xnor2_1",
        "netlist_area_um2": 2750,
        "netlist_instances": 288,
        "ys_area_um2": 2750,
    },
    "die": {
        "rows": 34,
        "ios": 130,
        "fp_util_pct": 31.2,
        "die_h_um": 97.7,
        "die_w_um": 97.7,
        "core_area_um2": 8810,
        "die_area_um2": 9550,
    },
    "final_timing": {
        "fmax_ghz": 0.154,
        "fin_crit_ns": 6.48,
        "tightest_slew_ns": 0.719,
        "rsz0062_at_grt": "false",
        "setup_tns_ns": 0,
        "post-route-period-util_pct": 96.7,
        "slew_viol_final": 0,
        "setup_ws_ns": 0.221,
        "hold_viol_final": 0,
        "setup_violations": 0,
        "max_slew_margin_pct": 51.7,
    },
    "layout": {
        "regArea_um2": 0,
        "drive_gt1_share_pct": 12.2,
        "ff_count": 0,
        "stdcell_count": 533,
        "syn_to_final_growth_pct": 55.0,
        "fill_cells": 841,
        "clock_buffers": 0,
    },
    "min_path": {
        "min_path_type": "input port to output pin",
        "whs_path_depth": 3,
    },
    "pwr": {
        "p_int_w": 0.00118,
        "switching_share_pct": 52.4,
        "power.switching_w": 0.00130,
        "power_frac_seq_pct": 0,
        "pwr-share-clk_pct": 0,
        "comb_power_share_pct": 100.0,
        "peakVddDrop_mv": 0.370,
        "power_density_nw_per_um2": 580,
        "static-leakage-power_nw": 1.71,
    },
    "place": {
        "dp.cells": 533,
        "gp_congestion": 0.926,
        "io_buffer_count": 130,
        "hpwl_mm": 8.76,
        "dp_worst_setup_slack_ns": 0.271,
    },
    "drt": {
        "firstDrtPassIters": 46,
        "wl_per_cell_um": 19.4,
        "drc": 11,
        "routed_wl_mm": 10.3,
        "ant_nets": 0,
        "viasPerCell": 4.88,
        "vias": 2603,
        "drtIter0Drc": 132,
        "diodes": 0,
    },
    "clocking": {
        "cts_setup_buffers": 0,
        "postCtsHoldBufs": 0,
        "cts_resized": 0,
    },
    "global_routing": {
        "overflow": 0,
        "grt_max_degree": 18,
        "antenna_found_initial": 0,
        "grt_usage_pct": 21.4,
        "grt_pass1_wl_mm": 15.1,
        "grt_pass1_vias": 2623,
    },
    "flow_run": {
        "maxCapViolCount": 0,
        "tool_warnings": 35,
    },
}
worst paths after layout:
check  startpoint  slack, ns    endpoint
max    data_i[53]       0.22  data_o[53]
min    data_i[17]       3.64  data_o[17]
worst max-delay path: stages:
cell and delay [ns]:
clkdlybuf4s50_1 0.61, xnor3_1 0.43, xnor3_2 0.46, xor3_1 0.44, xnor3_1 0.30, inv_2 0.12
ha_1 0.38, nand3_1 0.21, a21oi_1 0.20, xor2_1 0.17, clkdlybuf4s50_1 0.49
power by group through the flow:
stage / Combinational [W] / Sequential [W] / Clock, W
4_1_cts: 0.00247 / 0 / 0
6_report: 0.00247 / 0 / 0
5_1_grt: 0.00263 / 0 / 0
cells in the final DEF (no fill, tap or decap), drive strengths merged, types with 2 or more instances in the layout:
master and n:
a211oi 34, a21oi 9, buf 18, clkdlybuf4s50 130, ha 6, inv 11
nand2 11, nand3 15, nand4 2, nor3 3, nor3b 4, nor4 3
or2 3, xnor2 75, xnor3 23, xor2 71, xor3 2
logic make-up after synthesis:
kind of cell,after synthesis,share of synthesized area (%)
xor+xnor,171,70.3
buf+inv,22,3.64
simple gates,45,10.1
compound gates,44,13.1
fa+ha+maj,6,2.73
routing by layer:
metal,vias to the layer above,global-route usage (%),wire [um]
met2,116,35.4,4880
met4,0,3.38,136
li1,1270,-,-
met3,10,3.92,822
met5,-,0,0
met1,1207,30.3,4510
area by class of cell:
class              instances  area (um^2)  area share [%]
multi-input cells        266         2650            62.2
repair buffers           148         1440            33.7
well taps                108          135            3.17
inverters                 11         41.3           0.969
metrics by stage:
stage                     power [W]  hold WS, ns  util, %  instance area [um^2]
after floorplan             0.00136         2.71        -                  2750
after global placement      0.00245         3.65     48.4                  4260
after detailed placement    0.00246         3.64     48.4                  4260
after CTS                   0.00247         3.64     48.4                  4260
after global routing        0.00263         3.68     48.4                  4260
final                       0.00247         3.64     48.4                  4260
Power figures rest on the tool's default switching activity, not on a simulated workload.
